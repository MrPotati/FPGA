==> flow/run.sh <==
#!/bin/bash
# OpenROAD 26Q1-2900-gdf79404cd8, Yosys 0.63+post, stock flow scripts
make -C /OpenROAD-flow-scripts/flow DESIGN_CONFIG=/design/flow/config.mk WORK_HOME=/design/flow/orfs finish
==> flow/config.mk <==
export PLATFORM = sky130hd
export DESIGN_NAME = FPAdder
export DESIGN_NICKNAME = FPAdder
export VERILOG_FILES = /design/flow/design.v
export SDC_FILE = /design/flow/constraint.sdc
export NUM_CORES = 4
export LEC_CHECK = 1
export CORE_UTILIZATION = 50
==> flow/constraint.sdc <==
current_design FPAdder

set clk_period 12.2
set clk_io_pct 0.2

create_clock -name clk0 -period $clk_period [get_ports {clk}]

set non_clock_inputs [all_inputs -no_clocks]
set_input_delay [expr $clk_period * $clk_io_pct] -clock clk0 $non_clock_inputs
set_output_delay [expr $clk_period * $clk_io_pct] -clock clk0 [all_outputs]
==> flow/design.v <==
module FPAdder(
  input 			 clk,
  input	[31:0] A_56,
  input 	[31:0] B_56,
  output reg  [31:0] sum_56
);  
	wire			 sA_56;
	wire			 sB_56;
	wire	 [7:0] eA_56;
	wire	 [7:0] eB_56;
	wire	[22:0] mA_56;
	wire	[22:0] mB_56;
  reg 	[22:0]t_mA_56;
  reg 	[22:0]t_mB_56;
  reg 	[7:0]t_eA_56;
  reg 	[7:0]t_eB_56;
	reg	   	 eA_larger_eB_56;
  reg	 [7:0] eA_minus_eB_56;
  reg	 [7:0] eB_minus_eA_56;
	reg	 [7:0] e_diff_56;
	reg  [22:0] m_small_56;
	reg  [22:0] m_large_56;
	reg	 [7:0] e_small_56;
	reg	 [7:0] e_large_56;
	reg	[22:0] m_shifted_56;
	reg	[22:0] m_sum_56;
	reg 			 m_of_56;
	reg		    sum_sign_56=0;
  reg [7:0]	e_large_of_56;
  reg [7:0]	e_large_nof_56;
	reg   [31:0] s1_A_56;
	reg   [31:0] s1_B_56;
	reg    [7:0] s1_eA_56;
	reg    [7:0] s1_eB_56;
	reg   [22:0] s1_mA_56;
	reg   [22:0] s1_mB_56;
	reg   [31:0] s2_A_56;
	reg   [31:0] s2_B_56;
	reg    [7:0] s2_eA_56;
	reg    [7:0] s2_eB_56;
	reg   [22:0] s2_mA_56;
	reg   [22:0] s2_mB_56;
	reg   [31:0] s3_A_56;
	reg   [31:0] s3_B_56;
	reg    [7:0] s3_eA_56;
	reg    [7:0] s3_eB_56;
	reg   [22:0] s3_mA_56;
	reg   [22:0] s3_mB_56;
	reg   [31:0] s4_A_56;
	reg   [31:0] s4_B_56;
	reg    [7:0] s4_eA_56;
	reg    [7:0] s4_eB_56;
	reg   [22:0] s4_mA_56;
	reg   [22:0] s4_mB_56;
  reg	   	 s1_eA_larger_eB_56;
  reg	 [7:0] s1_eA_minus_eB_56;
  reg	 [7:0] s1_eB_minus_eA_56;
	reg	 [7:0] s1_e_diff_56;
	reg 	[22:0] s1_m_small_56;
	reg 	[22:0] s1_m_large_56;
	reg	 [7:0] s1_e_small_56;
	reg	 [7:0] s1_e_large_56;
	reg	[22:0] s1_m_shifted_56;
	reg	[22:0] s1_m_sum_56;
	reg 			 s1_m_of_56;
	reg		    s1_sum_sign_56=0;
	reg [7:0]	 s1_e_large_of_56;
  reg [7:0]	 s1_e_large_nof_56;
  reg	   	 s2_eA_larger_eB_56;
  reg	 [7:0] s2_eA_minus_eB_56;
  reg	 [7:0] s2_eB_minus_eA_56;
	reg	 [7:0] s2_e_diff_56;
	reg 	[22:0] s2_m_small_56;
	reg 	[22:0] s2_m_large_56;
	reg	 [7:0] s2_e_small_56;
	reg	 [7:0] s2_e_large_56;
	reg	[22:0] s2_m_shifted_56;
	reg	[22:0] s2_m_sum_56;
	reg 			 s2_m_of_56;
	reg		    s2_sum_sign_56=0;
	reg [7:0]	 s2_e_large_of_56;
  reg [7:0]	 s2_e_large_nof_56;	
  reg	   	 s3_eA_larger_eB_56;
  reg	 [7:0] s3_eA_minus_eB_56;
  reg	 [7:0] s3_eB_minus_eA_56;
	reg	 [7:0] s3_e_diff_56;
	reg 	[22:0] s3_m_small_56;
	reg 	[22:0] s3_m_large_56;
	reg	 [7:0] s3_e_small_56;
	reg	 [7:0] s3_e_large_56;
	reg	[22:0] s3_m_shifted_56;
	reg	[22:0] s3_m_sum_56;
	reg 			 s3_m_of_56;
	reg		    s3_sum_sign_56=0;
	reg [7:0]	 s3_e_large_of_56;
  reg [7:0]	 s3_e_large_nof_56;	
  reg	   	 s4_eA_larger_eB_56;
  reg	 [7:0] s4_eA_minus_eB_56;
  reg	 [7:0] s4_eB_minus_eA_56;
	reg	 [7:0] s4_e_diff_56;
	reg 	[22:0] s4_m_small_56;
	reg 	[22:0] s4_m_large_56;
	reg	 [7:0] s4_e_small_56;
	reg	 [7:0] s4_e_large_56;
	reg	[22:0] s4_m_shifted_56;
	reg	[22:0] s4_m_sum_56;
	reg 			 s4_m_of_56;
	reg		    s4_sum_sign_56=0;
	reg [7:0]	 s4_e_large_of_56;
  reg [7:0]	 s4_e_large_nof_56;
	assign   eA_56[7:0] = A_56[30:23];
	assign  mA_56[22:0] = A_56[22:0];
	assign   eB_56[7:0] = B_56[30:23];
	assign  mB_56[22:0] = B_56[22:0];
	always@(posedge clk)
		begin
		  t_mA_56 <= A_56[22:0];
		  t_mB_56 <= B_56[22:0];
        t_eA_56 <= A_56[30:23];
		  t_eB_56 <= B_56[30:23];
		end
	always@(posedge clk)
		begin
			 s1_eA_larger_eB_56 <= (eA_56 > eB_56);
			 s1_eA_minus_eB_56  <=  eA_56 - eB_56;
			 s1_eB_minus_eA_56  <=  eB_56 - eA_56;
 			 s1_e_diff_56 <= 0;
			 s1_m_small_56 <= 0;
			 s1_m_large_56 <= 0;
			 s1_e_small_56 <= 0;
			 s1_e_large_56 <= 0;
			 s1_m_shifted_56 <= 0;
			 s1_m_sum_56 <= 0;
			 s1_m_of_56 <= 0;
			 s1_sum_sign_56 <= 0;
			 s1_e_large_of_56 <= 0;
			 s1_e_large_nof_56 <= 0;
			 s1_A_56 <= A_56;
			 s1_B_56 <= B_56;
			 s1_eA_56 <= eA_56;
			 s1_eB_56 <= eB_56;
			 s1_mA_56 <= mA_56;
			 s1_mB_56 <= mB_56;
	 	end
	always@(posedge clk)
		begin
			s2_e_small_56 <= s1_eA_larger_eB_56 ? s1_eB_56 : s1_eA_56;
			s2_m_small_56 <= s1_eA_larger_eB_56 ? s1_mB_56 : s1_mA_56;
			s2_e_large_56 <= s1_eA_larger_eB_56 ? s1_eA_56 : s1_eB_56;
			s2_m_large_56 <= s1_eA_larger_eB_56 ? s1_mA_56 : s1_mB_56;
			s2_e_diff_56  <= s1_eA_larger_eB_56 ? s1_eA_minus_eB_56 : s1_eB_minus_eA_56;
			s2_m_shifted_56	<=	s1_m_shifted_56;
			s2_m_sum_56			<=	s1_m_sum_56;
			s2_m_of_56			<=	s1_m_of_56;
			s2_sum_sign_56		<=	s1_sum_sign_56;
			s2_e_large_of_56	<=	s1_e_large_of_56;
			s2_e_large_nof_56	<=	s1_e_large_nof_56;
			s2_A_56 <= s1_A_56; 
			s2_B_56 <= s1_B_56; 
			s2_eA_56 <= s1_eA_56; 
			s2_eB_56 <= s1_eB_56;
			s2_mA_56 <= s1_mA_56;
			s2_mB_56 <= s1_mB_56;
		end
	always@(posedge clk)
		begin
			s3_m_shifted_56 <= s2_m_small_56 >> s2_e_diff_56;
	 		s3_eA_larger_eB_56<=	s2_eA_larger_eB_56;
			s3_eA_minus_eB_56	<=	s2_eA_minus_eB_56;
			s3_eB_minus_eA_56	<=	s2_eB_minus_eA_56;
			s3_e_diff_56		<=	s2_e_diff_56;
			s3_m_small_56		<=	s2_m_small_56;
			s3_m_large_56		<=	s2_m_large_56;
			s3_e_small_56		<=	s2_e_small_56;
			s3_e_large_56		<=	s2_e_large_56;
			s3_m_sum_56			<=	s2_m_sum_56;
			s3_m_of_56			<=	s2_m_of_56;
			s3_sum_sign_56		<=	s2_sum_sign_56;
			s3_e_large_of_56	<=	s2_e_large_of_56;
			s3_e_large_nof_56	<=	s2_e_large_nof_56;
			s3_A_56 <= s2_A_56; 
			s3_B_56 <= s2_B_56; 
			s3_eA_56 <= s2_eA_56; 
			s3_eB_56 <= s2_eB_56;
			s3_mA_56 <= s2_mA_56;
			s3_mB_56 <= s2_mB_56;
		end
	always@(posedge clk)
		begin
				if(s3_A_56[31] == s3_B_56[31])
				  begin
					 {s4_m_of_56,s4_m_sum_56} <= s3_m_large_56 + s3_m_shifted_56;
					 s4_e_large_of_56 <= s3_e_large_56 + 1;
					 s4_e_large_nof_56 <= s3_e_large_56;
				  end
				else
				  begin
					 if(s3_m_large_56 > s3_m_shifted_56)
					   begin
						 {s4_m_of_56,s4_m_sum_56} <= s3_m_large_56 - s3_m_shifted_56;
						 s4_e_large_of_56 <= s3_e_large_56 + 1;
						 s4_e_large_nof_56 <= s3_e_large_56;
						end 
					  else
					   begin
						 {s4_m_of_56,s4_m_sum_56} <= s3_m_shifted_56 - s3_m_large_56;
						 s4_e_large_of_56 <= s3_e_large_56 + 1;
						 s4_e_large_nof_56 <= s3_e_large_56;
						end 	
				  end
				if((s3_A_56[31]==1 & (s3_eA_56 > s3_eB_56))|(s3_B_56[31]==1 & (s3_eB_56 > s3_eA_56))|(s3_A_56[31]==1 & s3_B_56[31]==1))		 
					begin
						s4_sum_sign_56 <= 1;
					end
				else if((s3_eA_56 == s3_eB_56) & ((s3_A_56[31]==1 & (s3_mA_56 > s3_mB_56)) | (s3_B_56[31]==1 & (s3_mB_56 > s3_mA_56))))
					begin
						s4_sum_sign_56 <= 1;
					end
				else
					begin
						s4_sum_sign_56 <= 0;
					end	
			s4_eA_larger_eB_56<=	s3_eA_larger_eB_56;	
			s4_eA_minus_eB_56	<=	s3_eA_minus_eB_56;
			s4_eB_minus_eA_56	<=	s3_eB_minus_eA_56;	
			s4_e_diff_56		<=	s3_e_diff_56;
			s4_m_small_56		<=	s3_m_small_56;
			s4_m_large_56		<=	s3_m_large_56;
			s4_e_small_56		<=	s3_e_small_56;
			s4_e_large_56		<=	s3_e_large_56;
			s4_m_shifted_56	<=	s3_m_shifted_56;
			s4_A_56 <= s3_A_56;
			s4_B_56 <= s3_B_56;
			s4_eA_56 <= s3_eA_56;
			s4_eB_56 <= s3_eB_56;
			s4_mA_56 <= s3_mA_56;
			s4_mB_56 <= s3_mB_56;
		end
	always@(posedge clk)
		begin
			if(s4_A_56==32'b0)
			  begin
				 sum_56 = s4_B_56;
			  end
			else if(s4_B_56==32'b0)
			  begin
				 sum_56 = s4_A_56;
			  end
			else
			  begin
					if(s4_m_of_56==0 && s4_m_sum_56[22]==1)
					  begin
						 sum_56[31]   = s4_sum_sign_56;
						 sum_56[30:0] = {s4_e_large_nof_56,s4_m_sum_56};
					  end
					else if(s4_m_of_56==0 && s4_m_sum_56[22]==0)
					  begin
						 sum_56[31]   = s4_sum_sign_56;
						 sum_56[30:0] = {s4_e_large_nof_56-1,s4_m_sum_56[21:0],1'b0};
					  end	 
					else if(s4_m_of_56==1)
					  begin
						 sum_56[31]   = s4_sum_sign_56;
						 sum_56[30:0] = {s4_e_large_of_56,1'b1,s4_m_sum_56[22:1]}; 
					  end	 
				end
		end
endmodule		
==> results.py <==
# Flow results
metrics = {
    "drt": {
        "route.detailed.wl_per_inst_um": 18.9,
        "detail-route-antenna-nets": 0,
        "vias": 12190,
        "drcViolationCount": 0,
        "detail_route.first_pass.iterations": 5,
        "routed_wirelength_um": 44000,
        "dr.first_iter.drc_count": 696,
        "detail_route.vias_per_cell": 5.23,
        "antenna-diode-count": 0,
    },
    "timing": {
        "finalSetupViolCount": 0,
        "skew_ns": 0.0226,
        "fin_crit_sh_pct": 34.3,
        "finalMaxSlewViolations": 0,
        "timing_worst_slew_pin_value_ns": 0.830,
        "achievable-frequency_mhz": 239,
        "finalHoldViolCount": 0,
        "period_needed_ns": 4.18,
        "finalWorstSetupSlack_ns": 8.02,
        "worst_slew_margin_rel_pct": 43.8,
        "tns_ns": 0,
        "grt_setup_unrepaired": "no",
    },
    "placed_design": {
        "input_output_buffers": 96,
        "post_dp_cell_area_um2": 19300,
        "gp_congestion": 0.942,
        "hpwl_um": 33600,
        "pre_cts_ws_ns": 7.47,
    },
    "yosys": {
        "synthesis.instances": 1725,
        "synth-edff-count": 32,
        "number_of_distinct_library_cell_variants_in_the_gate_level_netlist_after_synthesis": 75,
        "synth_sequential_area_ratio_pct": 53.2,
        "yosysCellCount": 1725,
        "yosys_area_um2": 17900,
        "mappedNetlistArea_um2": 17900,
        "async_set_reset_flop_share_out_of_synthesis_pct": 0,
        "ys_top_cells_by_area": "sky130_fd_sc_hd__dfxtp_1, sky130_fd_sc_hd__ha_1, sky130_fd_sc_hd__edfxtp_1, sky130_fd_sc_hd__mux2_2, sky130_fd_sc_hd__a21oi_1",
        "avgSynthCellArea_um2": 10.4,
        "ys.flop_type": "sky130_fd_sc_hd__dfxtp_1",
        "synthDominantAreaCellType": "sky130_fd_sc_hd__dfxtp_1",
        "yosysTopAreaCellShare_pct": 47.9,
        "yosys_warnings": 1,
        "numSynthFlops": 461,
    },
    "cells_and_area": {
        "final.fill_count": 3014,
        "fin_area_um2": 20900,
        "fraction_of_final_layout_cells_sized_beyond_drive_strength_1_pct": 10.4,
        "flow.area_growth_from_synthesis_pct": 16.3,
    },
    "clock_network": {
        "cts.repair_timing.setup_buffer_count": 0,
        "cts-htree-levels": 2,
        "clock_sink_count": 461,
        "cts_inserted_buffers": 47,
        "cts_root_buf": "sky130_fd_sc_hd__clkbuf_16",
        "clk_transition_reported_paths_ns": 0.06,
        "tritoncts": "yes",
        "cts_resized": 0,
        "hold_buffers": 0,
        "clk_lat_worst_skew_ns": 0.57,
        "clock_path_buffers": 3,
    },
    "pwr": {
        "vdd.ir_drop.worst_uv": 164,
        "combinationalPowerShare_pct": 20.9,
        "clock_power_share_pct": 33.9,
        "total_switching_power_mw": 1.20,
        "seq_power_share_pct": 45.1,
        "power.share.switching_pct": 29.2,
        "power.density_nw_per_um2": 196,
        "power.internal_mw": 2.89,
        "leakagePower_nw": 8.96,
    },
    "outcome": {
        "outcome": "finished, final reports clean",
    },
    "global_routing": {
        "number_of_global_route_vias_before_repair": 11678,
        "grt_first_pass_wirelength_um": 67400,
        "antenna_found_initial": 0,
        "grt_max_degree": 62,
        "globalRouteOverflowTotal": 0,
        "grt_util_all_layers_pct": 25.8,
    },
    "setup_path": {
        "worstPathMaxFanout": 3,
        "start_kind": "input port",
        "critical_path_required_ns": 12.69,
        "crit_type": "input port to flip-flop",
        "worst_setup_path_end_kind": "flip-flop",
        "crit_arrival_ns": 4.67,
    },
    "floorplan": {
        "core_um2": 35400,
        "rows": 69,
        "floorplan.core_util_pct": 50.7,
        "floorplan.die.height_um": 191,
        "die_w_um": 191,
        "boundaryPins": 97,
        "die_area_um2": 36600,
    },
    "flow_run": {
        "maxCapViolations": 0,
        "log.warning_count": 78,
    },
    "worst_hold_path": {
        "min_delay_path_class": "flip-flop to flip-flop",
    },
}
==> worst max-delay path, stage by stage <==
cell                              delay (ns)
sky130_fd_sc_hd__clkdlybuf4s50_1        0.49
sky130_fd_sc_hd__inv_1                  0.05
sky130_fd_sc_hd__ha_1                   0.22
sky130_fd_sc_hd__fa_1                   0.41
sky130_fd_sc_hd__nor2b_1                0.13
sky130_fd_sc_hd__o21ai_0                0.10
sky130_fd_sc_hd__a21boi_0               0.29
sky130_fd_sc_hd__o21a_1                 0.17
sky130_fd_sc_hd__o21ai_0                0.08
sky130_fd_sc_hd__nand2b_1               0.08
sky130_fd_sc_hd__a21oi_1                0.06
sky130_fd_sc_hd__a31oi_1                0.14
==> sequential cells by signal, summed over array words and instances (netlist names), 23 cells and up <==
name / flops
s2_m_large_56: 23
s4_B_56: 32
s4_m_sum_56: 23
s2_m_small_56: 23
s4_A_56: 32
s3_m_large_56: 23
sum_56: 32
s3_m_shifted_56: 23
==> layout make-up <==
class                      instances  area [um2]  area share [%]
sequential                       461        9550            45.8
multi-input combinational       1082        7650            36.7
clock buffer                      65        1390            6.65
timing repair buffer             108        1050            5.04
tap                              461         577            2.76
inverter                         130         488            2.34
clock inverter                    22         153           0.732
==> stage by stage <==
stage	total power, mW	instances	hold WS, ns	utilization (%)
final	4.09	2329	0.318	58.9
after global routing	4.30	2329	0.316	58.9
after CTS	4.12	2329	0.316	58.9
after detailed placement	2.73	2242	0.312	54.6
after global placement	2.73	2242	0.310	54.6
after floorplan	2.41	1756	0.310	-
==> worst paths after layout <==
path                                   from                    endpoint  slack (ns)  cells past startpoint
hold reg to reg         s2_A_56[30]$_DFF_P_         s3_A_56[30]$_DFF_P_        0.32                      0
hold / removal          s2_A_56[30]$_DFF_P_         s3_A_56[30]$_DFF_P_        0.32                      0
setup reg to reg  s3_m_large_56[17]$_DFF_P_      s4_m_sum_56[4]$_DFF_P_        8.54                     10
setup / recovery                   A_56[23]  s1_eA_larger_eB_56$_DFF_P_        8.02                     12
==> Yosys cell counts (6+ instances only) <==
library cell	instances
sky130_fd_sc_hd__buf_2	10
sky130_fd_sc_hd__mux2_2	83
sky130_fd_sc_hd__xor2_1	11
sky130_fd_sc_hd__nand4_1	16
sky130_fd_sc_hd__a21oi_1	125
sky130_fd_sc_hd__nor4_1	19
sky130_fd_sc_hd__o21bai_1	10
sky130_fd_sc_hd__buf_1	12
sky130_fd_sc_hd__nand3_1	17
sky130_fd_sc_hd__nand2b_1	11
sky130_fd_sc_hd__buf_4	10
sky130_fd_sc_hd__a21o_1	42
sky130_fd_sc_hd__and2_1	6
sky130_fd_sc_hd__a32oi_1	6
sky130_fd_sc_hd__ha_1	118
sky130_fd_sc_hd__nor2_1	130
sky130_fd_sc_hd__a31oi_1	27
sky130_fd_sc_hd__dfxtp_1	429
sky130_fd_sc_hd__or2_2	6
sky130_fd_sc_hd__nand2_1	103
sky130_fd_sc_hd__nor2b_1	19
sky130_fd_sc_hd__mux2i_1	47
sky130_fd_sc_hd__a211oi_1	20
sky130_fd_sc_hd__o21ai_0	80
sky130_fd_sc_hd__inv_1	128
sky130_fd_sc_hd__edfxtp_1	32
sky130_fd_sc_hd__o211ai_1	16
sky130_fd_sc_hd__nor3_1	18
sky130_fd_sc_hd__clkbuf_1	48
sky130_fd_sc_hd__xnor2_1	34
==> per-layer routing <==
layer / wire length (um) / global-route usage [%]
met5: 0 / 0
met4: 1100 / 5.68
met3: 3430 / 6.33
met2: 17900 / 35.9
met1: 21600 / 42.2
==> placed cells by master, fill, tap and decap left out, types with 6 or more instances in the layout <==
cell type,count
sky130_fd_sc_hd__dfxtp_1,427
sky130_fd_sc_hd__a211oi_1,20
sky130_fd_sc_hd__nand2b_1,11
sky130_fd_sc_hd__buf_4,12
sky130_fd_sc_hd__nand3_1,17
sky130_fd_sc_hd__and2_1,6
sky130_fd_sc_hd__or2_2,6
sky130_fd_sc_hd__o21bai_1,10
sky130_fd_sc_hd__clkbuf_1,7
sky130_fd_sc_hd__a21oi_1,125
sky130_fd_sc_hd__nor2b_1,19
sky130_fd_sc_hd__nor3_1,18
sky130_fd_sc_hd__ha_1,118
sky130_fd_sc_hd__o211ai_1,16
sky130_fd_sc_hd__nand4_1,16
sky130_fd_sc_hd__a31oi_1,27
sky130_fd_sc_hd__o21ai_0,80
sky130_fd_sc_hd__clkbuf_8,8
sky130_fd_sc_hd__nor2_1,128
sky130_fd_sc_hd__nand2_1,103
sky130_fd_sc_hd__a32oi_1,6
sky130_fd_sc_hd__conb_1,32
sky130_fd_sc_hd__mux2i_1,47
sky130_fd_sc_hd__edfxtp_1,32
sky130_fd_sc_hd__mux2_2,83
sky130_fd_sc_hd__nor4_1,19
sky130_fd_sc_hd__clkdlybuf4s50_1,96
sky130_fd_sc_hd__xor2_1,11
sky130_fd_sc_hd__inv_1,128
sky130_fd_sc_hd__clkbuf_16,50
sky130_fd_sc_hd__clkinv_2,12
sky130_fd_sc_hd__xnor2_1,34
sky130_fd_sc_hd__a21o_1,42
==> cells by family (layout without fill, tap and decap cells) <==
group | after synthesis | after routing | synth area share [%]
muxes | 130 | 130 | 7.83
buffers and inverters | 213 | 325 | 4.83
other | 1 | 32 | 0.0209
AOI/OAI and AO/OA | 380 | 380 | 13.3
DFF | 461 | 461 | 53.2
adders and majority gates | 123 | 123 | 8.79
xor gates and xnor gates | 45 | 45 | 2.20
and+or+nand+nor | 372 | 372 | 9.81
==> power groups by stage <==
stage / Clock [mW] / Combinational, mW / Sequential, mW
CTS: 1.42 / 0.854 / 1.85
global route: 1.49 / 0.947 / 1.87
finish: 1.39 / 0.856 / 1.85
Power is estimated from default activity; no workload was simulated.
