[flow/run.sh]
#!/bin/bash
# OpenROAD 26Q1-2900-gdf79404cd8, Yosys 0.63+post, stock flow scripts
make -C /OpenROAD-flow-scripts/flow DESIGN_CONFIG=/design/flow/config.mk WORK_HOME=/design/flow/orfs finish
[flow/config.mk]
export PLATFORM = sky130hd
export DESIGN_NAME = Project1
export DESIGN_NICKNAME = Project1
export VERILOG_FILES = /design/flow/design.v
export SDC_FILE = /design/flow/constraint.sdc
export NUM_CORES = 4
export LEC_CHECK = 1
export CORE_AREA = 10 10 113 113
export DIE_AREA = 0 0 123 123
[flow/constraint.sdc]
current_design Project1

set clk_period 3.4
set clk_io_pct 0.2

create_clock -name clk0 -period $clk_period [get_ports {CLOCK_50}]

set non_clock_inputs [all_inputs -no_clocks]
set_input_delay [expr $clk_period * $clk_io_pct] -clock clk0 $non_clock_inputs
set_output_delay [expr $clk_period * $clk_io_pct] -clock clk0 [all_outputs]
[flow/design.v]
module Project1(		 
input CLOCK_50,			 
output reg [7:0]LED
);
reg 	[25:0]count;	
reg			clk2;	
reg			state=0;
always@(posedge CLOCK_50)
    begin
        if(count==26'd25_000_000)     
            begin                     
             count<=0;                
             clk2 <= ~clk2;          
            end
        else
            begin
             count<=count+1;
            end
    end     
always @(posedge clk2)
	begin
		 case(state)
		 1'b0:	begin
			LED[7:0] <= 8'b01010101;	 
			state <= 1'b1;				 
			end
		1'b1: 	begin	
			LED[7:0] = 8'b10101010;
			state <= 1'b0;
			end
		default: begin
			state <= 1'b0;
			end
		endcase	
	end
endmodule
==> summary.txt <==
Critical R2R Capture = clk2
max_slew headroom = 0.591
fill cell count = 1146
reg2reg start = count[11]
non-filler cells, final = 273
YS warnings = 1
Cell Area, Synth = 1300 µm²
Final Hold Fails = 0
max-cap viol count = 0
vias per std cell = 3.11
fp util = 0.126
CTS max path bufs = 2
Final min period = 1.94 ns
Unique masters post-synth = 27
first-pass GRT wire length = 3340 µm
chip height = 123 µm
CP required = 3.31 ns
core area = 10300 µm²
Setup TNS = 0 ns
placed cells = 269
post-CTS sizing = 0
ys flops = 30
OpenROAD warnings = 26
row cnt = 37
worst-skew pair later-pin latency = 0.26 ns
commonest cells in the netlist = 29 x dfxtp_1, 14 x nor2_1, 11 x xnor2_1
# port buffers = 8
leak pwr = 0.503 nW
initial drt markers = 47
num ports = 9
status = finished, final reports clean
asr flop ratio synth = 0
share of cells above drive strength 1 = 0.0730
hold crit path type = flop to flop
Residual DRC = 0
largest net degree at the start of global routing = 17
Startpoint Class = flop
type of the worst setup path = flop to flop
crit path DAT = 1.84 ns
cell count listed in synth_stat.txt = 132
Commonest flop = dfxtp_1
top-count cell post-synth = dfxtp_1
Post-CTS Setup Bufs = 0
vias in the first global route = 718
GPL Wtd Cong = 0.711
crit end category = flop
Synth area leaders = dfxtp_1 45%, xnor2_1 7.4%, xor2_1 5.4%
Die X = 123 µm
CTS Buf Count = 3
drt first pass iters = 4
Peak VDD IR = 0.174 mV
CTS tree = built
clock-pin slew on the worst setup and hold paths = 0.08 ns
worst slew pin tran = 0.611 ns
endpoints failing setup = 0
Yosys chip area = 1300 µm²
post-detail-place hpwl = 1490 µm
Mapped Cells = 132
Layout Skew = 0.00101 ns
n_diodes = 0
dominant cell type by area after synthesis = dfxtp_1
Routed WL = 2020 µm
H-tree Lvls = 1
P per Cell Area = 320 nW/µm²
Clock Tree Root = clkbuf_8
Synth Area per Inst = 9.82 µm²
drt wl/cell = 7.41 µm
Area Growth Syn to Fin = 18.4%
Max Slew Vio Count = 0
max frequency = 517 MHz
crit share post-route = 0.569
routed via count = 848
crit path from = count[11]
initial antenna violation count = 0
CTS hold repair buffers = 0
GR Overflow Total = 0
worst hold slack = 0.460 ns
DP Worst Slack = 1.49 ns
chip area = 15100 µm²
sequential area share after synthesis = 0.471
final worst slack = 1.46 ns
Yosys top cell area share = 0.448
register pins left without a clock = 3
Max FO, Critical Path = 16
R2R cell count = 3
worst reg-to-reg setup slack = 1.46 ns
unrepaired setup endpoints after global routing = no
endpoints left unconstrained = 11
Final ANT Viol Nets = 0
crit path capture = clk2
Total GRT Usage = 0.0262
Post-synth EDFFs = 1
-- cell usage in the layout (no fill, tap or decap), types with 2 or more instances in the layout --
cell,instances
and3_1,5
clkbuf_8,3
clkdlybuf4s50_1,8
dfxtp_1,29
ha_1,2
inv_1,7
nand2_1,7
nand3_1,8
nand3b_1,5
nand4_1,8
nor2_1,14
nor2b_1,2
nor3_1,2
nor4b_1,2
o21ai_1,5
xnor2_1,11
xor2_1,8
-- how the worst min path moves through the flow --
stage             start         to  cells past startpoint
CTS           count[25]  count[25]                      1
global route  count[25]  count[25]                      1
finish        count[25]  count[25]                      1
-- state kept, by name, summed over array words and instances (netlist names) --
| signal | count |
|---|---|
| count | 26 |
| LED | 2 |
| clk2 | 1 |
| state | 1 |
-- critical path, stage by stage (launching register included) --
cell,delay (ns)
dfxtp_1,0.41
nand4_1,0.16
or4_4,0.52
nor3_4,0.49
-- per-layer routing --
metal	vias to the layer above	part of all wire	track usage	wire length, µm
met5	-	0	0	0
met4	0	0.0084	0.00291	17
met3	2	0.078	0.00925	157
met2	16	0.38	0.0395	774
met1	375	0.53	0.0366	1070
li1	455	-	-	-
-- through the flow --
| stage | total power, mW | util | instance area [µm²] |
|---|---|---|---|
| 2_1_floorplan | 0.325 | - | 1300 |
| 3_3_place_gp | 0.325 | 0.144 | 1490 |
| 3_5_place_dp | 0.325 | 0.144 | 1490 |
| 4_1_cts | 0.502 | 0.149 | 1540 |
| 5_1_grt | 0.512 | 0.149 | 1540 |
| 6_report | 0.491 | 0.149 | 1540 |
-- layout make-up --
type / count / area, µm² / share of cell area
Clock buffer: 4 / 45.0 / 0.0293
Inverter: 7 / 26.3 / 0.0171
Multi-Input combinational cell: 88 / 603 / 0.393
Sequential cell: 30 / 611 / 0.398
Tap cell: 136 / 170 / 0.111
Timing Repair Buffer: 8 / 80.1 / 0.0522
-- cells by family (layout without fill, tap and decap cells) --
group,count (synthesis),after routing,synth area share
simple gates,62,62,0.298
flops,30,30,0.471
xor+xnor,19,19,0.128
buf+inv,14,19,0.0637
compound gates,5,5,0.0193
fa+ha+maj,2,2,0.0193
-- power by group --
group / total, mW / switching, mW / internal (mW)
Clock: 0.174 / 0.0902 / 0.0837
Sequential: 0.317 / 0 / 0.317
Combinational: 0.000000235 / 0 / 0
No activity file was given, so power comes from the tool's default toggle rates.
