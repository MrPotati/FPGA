--- flow/run.sh ---
#!/bin/bash
# OpenROAD 26Q1-2900-gdf79404cd8, Yosys 0.63+post, stock flow scripts
make -C /OpenROAD-flow-scripts/flow DESIGN_CONFIG=/design/flow/config.mk WORK_HOME=/design/flow/orfs finish
--- flow/config.mk ---
export PLATFORM = sky130hd
export DESIGN_NAME = clk_div_odd
export DESIGN_NICKNAME = clk_div_odd
export VERILOG_FILES = /design/flow/design.v
export SDC_FILE = /design/flow/constraint.sdc
export NUM_CORES = 4
export LEC_CHECK = 1
export CORE_AREA = 10 10 70 70
export DIE_AREA = 0 0 80 80
--- flow/constraint.sdc ---
current_design clk_div_odd

set clk_period 1.4
set clk_io_pct 0.2

create_clock -name clk0 -period $clk_period [get_ports {clk_in}]

set non_clock_inputs [all_inputs -no_clocks]
set_input_delay [expr $clk_period * $clk_io_pct] -clock clk0 $non_clock_inputs
set_output_delay [expr $clk_period * $clk_io_pct] -clock clk0 [all_outputs]
--- flow/design.v ---
`timescale 1ns / 1ps
module clk_div_odd(
	input			clk_in,
	output 		clk_out
    );
reg  [3:0] count = 4'b0;
reg 		  A1 = 0;
reg 	     B1 = 0;
reg	 	  Tff_A = 0;
reg		  Tff_B = 0;
wire		  clock_out;
wire		  wTff_A;
wire		  wTff_B;
assign 	 wTff_A  = Tff_A;			 
assign 	 wTff_B  = Tff_B;			 
assign 	 clk_out = wTff_B ^ wTff_A;	 
always@(posedge clk_in)
	begin
		if(count == 4'b0100)	 
			begin
				count <= 4'b0000;
			end	
		else
			begin
				count <= count + 1;
			end	
	end
always@(posedge clk_in)
	begin
		if(count == 4'b0000)
			A1 <= 1;
		else
			A1 <= 0;
	end
always@(posedge clk_in)
	begin
		if(count == 4'b0011)	 
			B1 <= 1;
		else
			B1 <= 0;
	end
always@(negedge A1)		 
	begin
		Tff_A <= ~Tff_A;
	end
always@(negedge clk_in)
	begin
		if(B1)				 
			begin				 
				Tff_B <= ~Tff_B;
			end
	end
endmodule
==> GITHUB_STEP_SUMMARY <==
## Synthesis and layout report

| Metric | Value |
|---|---|
| Synth logic family | `simple AND/OR/NAND/NOR gates` |
| Buffers on Ports | `1` |
| Die Span Y | `80 µm` |
| WL met1 | `188 µm` |
| Antenna cells | `0` |
| Slew @ Worst Pin | `241.9 ps` |
| Log Warnings | `30` |
| Fp_density | `0.08938` |
| Worst Clk Skew | `52.65 ps` |
| Final Hold Fails | `0` |
| Highest Signal Layer | `met3` |
| CTS tree | `done` |
| Unique cell types | `14` |
| Setup slack, reg-to-reg | `160 ps` |
| # Cells Yosys | `28` |
| First-pass GRT wire length | `745 µm` |
| Leakage power | `0.1580 nW` |
| Global route overflow | `0` |
| I/O pin cnt | `2` |
| Final Max Tran Viols | `0` |
| Comb power frac | `0` |
| # DRC | `0` |
| Mapped Area | `305.3 µm²` |
| Ys flops | `8` |
| Switch Pwr | `0.07868 mW` |
| Setup-failing EPs final | `1` |
| Worst vdd ir | `0.0001993 V` |
| Area fraction in mux cells | `0.04918` |
| R2R cell count | `0` |
| Critical Path AT | `1650 ps` |
| Register area share after synthesis | `0.5574` |
| Vias in the first global route | `197` |
| Std cell rows | `21` |
| Met3 WL | `52 µm` |
| GP Congestion | `0.6908` |
| Critical path class | `flop to output pin` |
| Number of fill cells | `396` |
| Min-delay worst type | `flop to flop` |
| Synth Area in Compound Gates | `0.05738` |
| GR Util All Layers | `0.01463` |
| Average size of a mapped cell | `10.90 µm²` |
| Initial DRC Count | `18` |
| Biggest area cells | `dfxtp_1, edfxtp_1, ha_1, inv_1, mux2_4` |
| Reg power frac | `0.526` |
| Vias | `196` |
| Drt total wl | `403 µm` |
| Max-cap violation count | `0` |
| Worst slew margin | `0.8384` |
| Largest net degree at the start of global routing | `8` |
| Top Layout Cells | `dfxtp_1, inv_1, clkbuf_4` |
| WP data required | `1120 ps` |
| Initial antenna violation count | `0` |
| CP cell instances | `xor2_1 -> buf_2` |
| Int Pwr | `0.3087 mW` |
| Adder Share, Synth | `0.08197` |
| Core Area | `3416 µm²` |
| Max Fanout on Critical Path | `2` |
| Ys Warns | `1` |
| Pre-CTS setup slack | `-604.9 ps` |
| Chip area | `6400 µm²` |
| Hold Crit Depth | `1` |
| Setup slack after layout | `-534.1 ps` |
| Drt pass-1 iters | `4` |
| Hold Path Origin | `count[3]$_SDFF_PN0_` |
| Outcome | `finished, violations left` |
| Routed Antenna Nets | `0` |
| Number of unconstrained endpoints | `1` |
| Register pins left without a clock | `1` |
| Power, Total | `0.3874 mW` |
| Worst-case clock buffer depth | `2` |
| Hold_buf cts | `0` |
| Final setup TNS | `-534.1 ps` |
| Failing checks | `negative setup slack` |
| Clock Latency Late Sink | `300 ps` |
| Slowest cell on crit path | `edfxtp_1` |
| Routed wl met2 | `163 µm` |
| Reg clk slew, reported paths | `50 ps` |
| Crit-path max cell delay | `390 ps` |
| Wire per inst | `5.038 µm` |
| H-tree levels | `1` |
| Chip area line of the yosys report | `305.3 µm²` |
| Area Overhead vs Synth | `31.56%` |
| Hold Path Sink | `B1$_DFF_P_` |
| Power density over the cells | `964.5 nW/µm²` |
| Synth area leader | `dfxtp_1` |
| Hold slack | `476.3 ps` |
| TritonCTS buffer count | `3` |
| Crit path max-delay family | `flip-flops` |
| CP Capture Type | `output pin` |
| Post-synthesis cell count | `28` |
| Synth Area in Simple Gates | `0.1516` |
| FF-to-FF Start | `B1$_DFF_P_` |
| Via density | `2.450` |
| Net Sw Frac | `0.2031` |
| Area leader share | `0.4590` |
| Worst path bufs/invs | `1` |
| Die width | `80 µm` |
| Yosys xor share | `0.02869` |
| Critical path origin | `Tff_B$_DFFE_NP_` |
| Clock root cell | `clkbuf_4` |
| Unrepaired setup endpoints after global routing | `yes` |
| Clock share of power | `0.474` |
| RR Endpoint | `Tff_B$_DFFE_NP_` |
| Startpoint types | `flop` |
| Share of cells above drive strength 1 | `0.2059` |
[how the worst max path moves through the flow]
stage | end | depth (start not counted) | slack, ps
4_1_cts | clk_out | 2 | -570
5_1_grt | clk_out | 2 | -590
6_report | clk_out | 2 | -530
[area by class of cell]
class / count / area [µm²] / area share
Clock buffer: 3 / 22.52 / 0.05607
Clock inverter: 2 / 7.507 / 0.01869
Inverter: 5 / 18.77 / 0.04673
Multi-Input combinational cell: 14 / 112.6 / 0.2804
Sequential cell: 8 / 170.2 / 0.4237
Tap cell: 46 / 57.56 / 0.1433
Timing Repair Buffer: 2 / 12.51 / 0.03115
[flip-flops by register name, summed over array words and instances, names as in the netlist]
register and count:
B1 1, count 4, Tff_A 1, A1 1, Tff_B 1
[logic make-up (layout without fill, tap and decap cells)]
kind of cell | Yosys count | after routing
adders and majority gates | 2 | 2
buffers and inverters | 6 | 12
DFF | 8 | 8
muxes | 1 | 1
and+or+nand+nor | 7 | 7
AOI/OAI and AO/OA | 3 | 3
xor gates and xnor gates | 1 | 1
[cells in the mapped netlist, drive strengths merged]
cell type  count
dfxtp          7
inv            6
ha             2
nand2b         2
nor2b          2
a21boi         1
a21oi          1
edfxtp         1
mux2           1
nand3          1
nor2           1
nor3b          1
o21ai          1
xor2           1
[power groups by stage]
stage	Sequential, mW	Combinational (mW)	Clock, mW
after CTS	0.204	0.0000000655	0.193
after global routing	0.203	0.0000000655	0.212
final	0.204	0.0000000655	0.184
[metal layers]
layer / vias to the layer above / GRT usage
met5: - / 0
met1: 92 / 0.01408
met3: 0 / 0.01477
met4: 0 / 0.001761
li1: 100 / -
met2: 4 / 0.02247
[metrics by stage]
step / utilization / area, µm² / instances
global route: 0.1176 / 401.6 / 80
finish: 0.1176 / 401.6 / 80
global placement: 0.1092 / 372.9 / 75
floorplan: - / 305.3 / 28
CTS: 0.1176 / 401.6 / 80
detailed placement: 0.1092 / 372.9 / 75
[timing repair]
action / CTS / global route
resized: 3 / 0
endpoints found under the setup margin: 1 / 1
setup buffers: 1 / 0
cloned: 0 / 0
pin swaps: 1 / 1
hold endpoints to repair: 0 / 0
Power and IR drop assume default switching activity.
